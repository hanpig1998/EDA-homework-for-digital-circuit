--- ./run.sh ---
#!/bin/bash
# OpenROAD 26Q1-2900-gdf79404cd8, Yosys 0.63+post, stock flow scripts
make -C /OpenROAD-flow-scripts/flow DESIGN_CONFIG=/design/flow/config.mk WORK_HOME=/design/flow/orfs finish
--- ./config.mk ---
export PLATFORM = sky130hd
export DESIGN_NAME = fredivider3
export DESIGN_NICKNAME = fredivider3
export VERILOG_FILES = /design/flow/design.v
export SDC_FILE = /design/flow/constraint.sdc
export NUM_CORES = 4
export LEC_CHECK = 1
export CORE_UTILIZATION = 30
--- ./constraint.sdc ---
current_design fredivider3

set clk_period 4.7
set clk_io_pct 0.2

create_clock -name clk0 -period $clk_period [get_ports {clk}]

set non_clock_inputs [all_inputs -no_clocks]
set_input_delay [expr $clk_period * $clk_io_pct] -clock clk0 $non_clock_inputs
set_output_delay [expr $clk_period * $clk_io_pct] -clock clk0 [all_outputs]
--- ./design.v ---
module fredivider3(clk,CLK);
input clk;
output reg CLK;
integer a=0;
always@(posedge clk)
begin
	if(a<12500000)
		CLK=0;
	if(a>12500000)
		CLK=1;
	if(a==25000000)
		a=0;
	a=a+1;
end
endmodule
==> results.rst <==
Run summary
-----------

.. list-table::
   :header-rows: 1

   * - Metric
     - Value
   * - Switching share of power
     - 20.4%
   * - Hold-fix buffer count after cts
     - 0
   * - Kind of start point of the critical path
     - register
   * - Start point of the critical path
     - CLK
   * - Cell total in the yosys stat output
     - 168
   * - Critical path's slowest cell
     - clkdlybuf4s50_1
   * - Relative slew slack
     - 61.9%
   * - Share of power burned in the clock network
     - 41.7%
   * - Core Region
     - 4790 um2
   * - Root Driver
     - clkbuf_8
   * - Maximum clock insertion buffer count
     - 2
   * - Flops & latches, synth
     - 33
   * - Actual slew at the worst max-slew pin
     - 0.569 ns
   * - Clock tree from TritonCTS
     - yes
   * - Count of final max-slew check failures
     - 0
   * - Drt pass-1 iters
     - 4
   * - Endpoints failing hold
     - 0
   * - Post-detailed-placement half-perimeter wirelength
     - 1850 um
   * - Net Switching
     - 97.8 uW
   * - Post-synthesis instance area
     - 1510 um2
   * - Clock tree sinks
     - 33
   * - Count of filler cells inserted in the layout
     - 480
   * - Global-route wire length before repair
     - 4700 um
   * - VDD IR max
     - 190 uV
   * - Number of ports placed on the die boundary
     - 2
   * - Static Leak
     - 0.581 nW
   * - Number of synthesis warnings
     - 1
   * - Number of setup violations in the final report
     - 0
   * - Share of synthesized area occupied by flip-flops and latches
     - 43.6%
   * - Adder-Cell Fraction of Synth Area
     - 0.826%
   * - Number of nets with antenna violations after detailed routing
     - 0
   * - Final setup skew
     - 0.00398 ns
   * - Distinct lib cells
     - 31
   * - Type of the most critical hold path
     - register to register
   * - Cell resize tally after clock tree synthesis
     - 0
   * - Result of the run
     - complete, no violations
   * - Sum of negative setup slack
     - 0 ns
   * - Yosys-reported design area after synthesis
     - 1510 um2
   * - Unrepaired setup endpoints after global routing
     - false
   * - Antenna diode count
     - 0
   * - Critical setup path kind
     - register to output port
   * - Pin count of the biggest net entering global routing
     - 15
   * - Count of buffering cells on the critical path with inverters included
     - 1
   * - Worst setup EP type
     - output port
   * - Post-layout power
     - 480 uW
   * - Sequential group share of total power
     - 58.3%
   * - Routed wire length
     - 2600 um
   * - OpenROAD warnings
     - 25
   * - Worst stage delay on the critical path
     - 0.47 ns
   * - Upper clock frequency limit
     - 0.489 GHz
   * - Last weighted congestion value of the routability-driven placer
     - 0.827
   * - Post-CTS repair timing setup buffer count
     - 0
   * - Initial DRC count
     - 53
   * - Antenna violations before repair
     - 0
   * - # port buffers
     - 1
   * - GRT Resource Usage Total
     - 11.5%
   * - Post-synthesis area per instance
     - 9.01 um2
   * - Total CTS buffers
     - 5
   * - Cells after Synth
     - 168
   * - Area of the die
     - 5330 um2
   * - Area growth from synthesis to layout
     - 9.67%
   * - Fraction of synthesized cell area in xor and xnor cells
     - 16.8%
   * - Overall overflow remaining after global route
     - 0
   * - Critical Path, Cell by Cell
     - clkdlybuf4s50_1
   * - Overall via count from detail_route
     - 1061
   * - Fraction of power consumed by combinational cells
     - 0%
   * - Average detailed-routed wire length per instance
     - 10.8 um
   * - Effective utilization at floorplan
     - 31.6%
   * - Final worst path period need
     - 2.05 ns
   * - Simple share
     - 32.6%
   * - Width of the chip
     - 73.0 um
   * - Cell Rows
     - 25
   * - Signal arrival time at the worst endpoint
     - 1.11 ns
   * - Residual DRC count
     - 0
   * - Internal power contribution
     - 382 uW
   * - Ratio of routed vias to standard cells
     - 4.42
   * - Origin of the worst min-delay path
     - a[0]
   * - DIE HEIGHT
     - 73.0 um
   * - Via count of the first global-routing pass
     - 1069
   * - Max-cap violations
     - 0
   * - Source-to-sink clock delay at the later pin of the worst-skew pair
     - 0.28 ns
   * - CP Max Fanout
     - 2
   * - CP delay by family, top
     - buffers and inverters
   * - Final critical-path share of the clock period
     - 43.5%
   * - Post-CTS clock slew at the launch and capture registers of the worst setup and hold paths
     - 0.06 ns
   * - H-tree lvl count
     - 2
   * - Required arrival time at the worst endpoint
     - 3.76 ns
   * - Largest family of logic cells by area
     - simple AND/OR/NAND/NOR gates
   * - Fraction of final layout cells sized beyond drive strength 1
     - 11.0%
   * - Mux frac, synth
     - 0%
   * - Reg-to-reg startpoint
     - a[0]
   * - PwrDens
     - 289 nW/um2
   * - Yosys aoi share
     - 2.15%
==> registers in the layout (all words and copies together) (netlist names) <==
| signal | flops |
|---|---|
| a | 32 |
| CLK | 1 |
==> metrics by stage <==
stage               std cells  hold WS, ns  worst slack (ns)  utilization [%]  cell area (um2)
finish                    240        0.423              2.65             34.7             1660
global route              240        0.462              2.46             34.7             1660
detailed placement        232        0.410              2.67             33.0             1580
floorplan                 168        0.389              2.89                -             1510
CTS                       240        0.427              2.64             34.7             1660
global placement          232        0.406              2.75             33.0             1580
==> cell families after synthesis <==
logic type | after synthesis
XOR/XNOR | 29
AND-OR/OR-AND | 5
AND/OR/NAND/NOR | 88
adder cells (fa/ha/maj) | 1
flip-flops | 33
buffers and inverters | 12
==> final cells by class <==
class	instances	area, um2	area share [%]
multi-input combinational	123	793	47.8
sequential	33	661	39.8
tap	67	83.8	5.05
clock buffer	6	72.6	4.37
inverter	8	30.0	1.81
clock inverter	2	10.0	0.603
timing repair buffer	1	10.0	0.603
==> power groups by stage <==
stage,clock network [mW],registers (mW),logic [mW]
after global routing,0.219,0.279,0.000000271
final,0.200,0.280,0.000000271
after CTS,0.208,0.280,0.000000271
==> layer usage <==
metal,vias to the layer above,share of wire [%],GRT usage [%]
met4,0,0.92,1.74
li1,581,-,-
met2,7,42,18.2
met3,2,3.1,2.80
met5,-,0,0
met1,471,54,16.5
==> cells in the mapped netlist <==
master / count / area (um2)
xor2_1: 13 / 114
nor4bb_1: 2 / 20.0
and2_2: 4 / 30.0
ha_1: 1 / 12.5
nand3_1: 12 / 60.1
nor3_1: 9 / 45.0
and3_2: 1 / 7.51
nor4_1: 4 / 25.0
nand4_1: 9 / 56.3
a21oi_1: 1 / 5.00
clkbuf_1: 2 / 7.51
and3_1: 1 / 6.26
and4b_2: 1 / 11.3
a211oi_1: 1 / 7.51
nor3b_2: 1 / 12.5
nand4b_1: 1 / 8.76
xnor2_1: 16 / 140
nor2_1: 12 / 45.0
dfxtp_1: 33 / 661
or2_0: 1 / 6.26
nand2_1: 22 / 82.6
o211a_1: 1 / 10.0
and4_2: 1 / 10.0
and2_1: 1 / 6.26
o21ai_0: 2 / 10.0
or4_4: 2 / 22.5
and4_1: 2 / 17.5
inv_1: 8 / 30.0
buf_6: 2 / 22.5
nor4b_2: 1 / 15.0
or2_2: 1 / 6.26
==> cells in the final DEF, fill, tap and decap left out, drive strengths merged, types with 2 or more instances in the layout <==
master / n
and2: 5
and3: 2
and4: 3
clkbuf: 6
clkinv: 2
dfxtp: 33
inv: 8
nand2: 22
nand3: 12
nand4: 9
nor2: 12
nor3: 9
nor4: 4
nor4bb: 2
o21ai: 2
or2: 2
or4: 2
xnor2: 16
xor2: 13
==> path summary, 6_finish.rpt <==
kind,end,slack (ns),cells past startpoint
hold / removal,a[0],0.42,1
hold reg to reg,a[0],0.42,1
setup reg to reg,a[30],2.66,6
setup / recovery,CLK,2.65,1
No activity file was given, so power comes from the tool's default toggle rates.
