[flow/config.mk]
export PLATFORM = sky130hd
export DESIGN_NAME = Final
export DESIGN_NICKNAME = Final
export VERILOG_FILES = /design/flow/design.v
export SDC_FILE = /design/flow/constraint.sdc
export NUM_CORES = 4
export LEC_CHECK = 1
export CORE_UTILIZATION = 50
[flow/constraint.sdc]
current_design Final

set clk_period 6.1
set clk_io_pct 0.2

create_clock -name clk0 -period $clk_period [get_ports {CLK}]

set non_clock_inputs [all_inputs -no_clocks]
set_input_delay [expr $clk_period * $clk_io_pct] -clock clk0 $non_clock_inputs
set_output_delay [expr $clk_period * $clk_io_pct] -clock clk0 [all_outputs]
[flow/design.v]
module Final(CLK,keyRows,keyCols,display8,bitchoose);
input CLK;
input[3:0] keyRows;
output[3:0] keyCols;
output[7:0] display8;
output[3:0] bitchoose;
wire[15:0] out;
wire[4:0] Key;
wire CLK1;
wire CLK2;
wire CLK3;
wire[3:0] chosennum;
fredivider1 fred1(CLK,CLK1);
fredivider2 fred2(CLK,CLK2);
judgewhichkey jwk(CLK1,keyCols,keyRows,Key);
Move mb(CLK1,Key,out);
sweepdisplay sd(CLK2,out,display8,bitchoose);
endmodule
module Move
(
	input	clk,
	input[4:0] in,
	output reg[15:0] out=1
);
	wire In;
	wire Reset;
	wire Start;
	wire timing;
	wire zero;
	assign In=~(&in);
	assign Reset=in[4]&in[3]&in[2]&in[1]&(~in[0]);
	assign Start=in[4]&in[3]&in[2]&(~in[1])&(~in[0]);
	assign timing=in[4]&in[3]&(~in[2])&(~in[1])&(~in[0]);
	assign zero=|out[15:8];
	wire[7:0] buffer1;
	wire[7:0] temp1;
	assign temp1[3:0]=in[3:0];
	assign temp1[7:4]=out[3:0];
	mul2 MUL2(temp1,buffer1);
	wire[7:0] buffer2;
	minus1 MINUS1(out[15:8],buffer2);
	reg taketime=0;
	reg	[2:0]state=2;
	parameter S0 = 0, S1 = 1, S2 = 2, S3 = 3,S4 = 4;
	reg[15:0] buffer;
	reg judge=1;
	integer a=0;
	integer b=0;
always @ (posedge clk) 
begin
	   if(In==0&&taketime==0&&state[1]==0&&state[0]==0)
			begin
			if (b<500)
				begin
				b=b+1;
				end
			else
			begin
				b=0;
				state <= S2;
			end
			judge=1;
			end
		else if(In==0&&taketime==0&&(~(state[1]==1&&state[0]==0)))
			begin
			b=0;
			judge=1;
			end
		else if(In==1&&judge==1&&timing==0&&Start==0&&Reset==0&&taketime==0)
			begin
			b=0;
			case (state)
				S0:
					begin
						state <= S1;
						judge=0;
						buffer[3:0]=in[3:0];
						buffer[7:4]=out[3:0];
						buffer[15:8]=buffer1;
					end
				S1:
					begin
						state <= S1;
						judge=0;
						if (out[3]==1||out[2]==1||out[1]==1)
							begin
							buffer=16'b0100000000100000;
							state <= S4;
							end
						else
							begin
							buffer[3:0]=in[3:0];
							buffer[7:4]=temp1[7:4];
							buffer[15:8]=buffer1;
							end
					end
				S2:
					begin
						state <= S2;
					end
			endcase
			end
		else if(In==1&&judge==1&&timing==1&&(~(state[1]==1&&state[0]==0)))
			begin
			b=0;
			taketime=1;
			state <= S3;
			end
		else if(In==0&&taketime==1)
			begin
			b=0;
			if (zero==1)
				begin
				if (a<50)
					begin
					a=a+1;
					end
				else
					begin
					buffer[15:8]=buffer2;
					a=0;
					end
				end
			else
				begin
				taketime=0;
				state <= S0;
				end
			end
		else if(In==1&&judge==1&&Start==1&&taketime==0)
			begin
			b=0;
			buffer=0;
			state <= S0;
			end
		else if(In==1&&judge==1&&Reset==1&&taketime==0&&(~(state[1]==1&&state[0]==0)))
			begin
			b=0;
			buffer=0;
			state <= S0;
			end
		else if(In==1&&judge==0)
			begin
			b=0;
			a=0;
			case (state)
				S0:
					begin
						state <= S0;
					end
				S1:
					begin
						state <= S1;
					end
				S2:
					begin
						state <= S2;
					end
				S3:
					begin
						state <= S3;
					end
				S4:
					begin
						state <= S4;
					end
			endcase
			end
end
always@(state)	
begin
	case (state)
		S0:
			begin
				out<=0;
			end				
		S1:
			begin
				out<=buffer;
			end
		S2:
			begin
				out<=16'b11111111111111111;
			end
		S3:
			begin
				out<=buffer;
			end
		S4:
			begin
				out<=16'b0100000000100000;
			end
	endcase
end
endmodule
module Mux4bit41(D0,D1,D2,D3,sel,Y);
input[3:0] D0;
input[3:0] D1;
input[3:0] D2;
input[3:0] D3;
input[1:0] sel;
output reg[3:0] Y;
always@(sel or D0 or D1 or D2 or D3)
	begin
		case(sel)
			2'b00:  Y=D0;
			2'b01:  Y=D1;
			2'b10:  Y=D2;
			2'b11:  Y=D3;
		endcase
	end
endmodule
module acceptsignal(clk,In,A,B);
input clk;
input[3:0] In;
output reg A;
output B;
assign B=|In;
integer a=0;
reg b;
always@(posedge clk)
begin
b=|In;
if(b!=0)
begin
a=a+1;
if (a<=1)
A=0;
else
A=1;
end
else
begin
A=0;
a=0;
end
end
endmodule
module displaydecoder(data,display8);
input[3:0] data;
output reg[7:0] display8;
always@(data)
	begin
		case(data)
		4'H0: display8=8'b11000000;
		4'H1: display8=8'b11111001;
		4'H2: display8=8'b10100100;
		4'H3: display8=8'b10110000;
		4'H4: display8=8'b10011001;
		4'H5: display8=8'b10010010;
		4'H6: display8=8'b10000010;
		4'H7: display8=8'b11111000;
		4'H8: display8=8'b10000000;
		4'H9: display8=8'b10011000;
		4'Hf: display8=8'b11111111;
		endcase
	end
endmodule
module fredivider1(clk,CLK);
input clk;
output reg CLK;
integer a=0;
always@(posedge clk)
begin
	if(a<125000)
		CLK=0;
	if(a>=125000)
		CLK=1;
	if(a==249999)
		a=0;
	a=a+1;
end
endmodule
module fredivider2(clk,CLK);
input clk;
output reg CLK;
integer a=0;
always@(posedge clk)
begin
	if(a<50000)
		CLK=0;
	if(a>50000)
		CLK=1;
	if(a==99999)
		a=0;
	a=a+1;
end
endmodule
module judgewhichkey(CLK,keyCols,keyRows,Key);
	input CLK;
	output[3:0] keyCols;
	input[3:0] keyRows;
	output reg[4:0] Key;
wire A;
wire[0:7] X;
wire[3:0] keycols;
sweepkeyboard skb(CLK,B,keycols);
assign keyCols=keycols;
acceptsignal asg(CLK,keyRows,A,B);
 assign X[0:3]=keycols;
 assign X[4:7]=keyRows;
always@(A)
	begin
		if(A==1)
			begin
				case(X)
					8'b1000_1000:
					begin
						 Key=5'H1;
					end
					8'b0100_1000:
					begin
						 Key=5'H2;
					end
					8'b0010_1000:
					begin
						 Key=5'H3;
					end
					8'b1000_0100:
					begin
						 Key=5'H4;
					end
					8'b0100_0100:
					begin
						 Key=5'H5;
					end
					8'b0010_0100:
					begin
						 Key=5'H6;
					end
					8'b1000_0010:
					begin
						 Key=5'H7;
					end
					8'b0100_0010:
					begin
						 Key=5'H8;
					end
					8'b0010_0010:
					begin
						 Key=5'H9;
					end
					8'b1000_0001:
					begin
						 Key=5'H0;
					end 
					8'b0100_0001:
					begin
						 Key=5'b11100;
					end
					8'b0010_0001:
					begin
						 Key=5'b11110;
					end
					8'b0001_0001:
					begin
						 Key=5'b11000;
					end
					default:
					begin
						 Key=5'b11111;
					end
				endcase			
			end
		else 
			 Key=5'b11111;		
	end
endmodule
module minus1
(
	input[7:0] in,
	output[7:0] out
);
wire zero;
assign zero=in[3]|in[2]|in[1]|in[0];
assign out[0]=~in[0];
assign out[1]=(~(in[0]^in[1]))&zero;
assign out[2]=((~in[3])&in[2]&(~in[1])&in[0])|((~in[3])&in[2]&in[1]&(~in[0]))|((~in[3])&in[2]&in[1]&in[0])|(in[3]&(~in[2])&(~in[1])&(~in[0]));
assign out[3]=(in[3]&(~in[2])&(~in[1])&in[0])|(~zero);
assign out[4]=in[6]|(in[5]&in[4]&zero)|(in[5]&(~in[4])&(~zero))|((~in[5])&in[4]&zero);
assign out[5]=in[6]|(in[5]&in[4])|(in[5]&(~in[4])&zero);
assign out[6]=0;
assign out[7]=0;
endmodule
module mul2(in,out);
input[7:0] in;
output[7:0] out;
wire m;
assign m=&in;
wire step;
assign step=in[3]|(in[2]&(in[1]|in[0]));
assign out[7]=m;
assign out[6]=in[5]|m;
assign out[5]=in[4]|m;
assign out[4]=step|m;
assign out[3]=(in[3]&in[0])|(in[2]&(~in[1])&(~in[0]))|m;
assign out[2]=((~in[3])&(~in[2])&in[1])|((~in[3])&in[2]&in[1]&in[0])|(in[3]&(~(in[2]|in[1]|in[0])))|m;
assign out[1]=((~in[3])&(~in[2])&in[0])|((~in[3])&in[2]&in[1]&(~in[0]))|(in[3]&(~(in[2]|in[1]|in[0])))|m;
assign out[0]=m;
endmodule
module sweepdisplay(CLK,displaydata,display8,choosebit);
input CLK;
input[15:0] displaydata;
output[7:0] display8;
output[3:0] choosebit;
wire[1:0] sel;
wire[3:0] out1;
wire[3:0] out2;
wire[3:0] out3;
wire[3:0] out4;
wire[3:0] chosennum;
assign out4=displaydata[11:8];
assign out3=displaydata[15:12];
assign out2=displaydata[3:0];
assign out1=displaydata[7:4];
twobitcounter tbc(CLK,sel);
Mux4bit41 mux4b41(out1,out2,out3,out4,sel,chosennum);
displaydecoder dspd(chosennum,display8);
twofourdecoder tfd(sel,choosebit);
endmodule
module sweepkeyboard
(
	input	clk,A,
	output reg[3:0] out
);
	reg		[1:0]state;
	parameter S0 = 0, S1 = 1, S2 = 2, S3 = 3;
	integer a=0;
	always @ (posedge clk ) 
	begin
			case (state)
				S0:
						state <=A?S0:S1;
				S1:
						state <=A?S1:S2;
				S2:
						state <=A?S2:S3;
				S3:
						state <=A?S3:S0;
			endcase
	end
	always @ (state)
	begin
			case (state)
				S0:
						out = 4'b1000;
				S1:
						out = 4'b0100;
				S2:
						out = 4'b0010;
				S3:
						out = 4'b0001;
			endcase
	end
endmodule
module twobitcounter(clk,out);
input clk;
output reg[1:0] out;
reg	[1:0]state;
parameter S0 = 0, S1 = 1, S2 = 2, S3 = 3;
always@(posedge clk)
	begin
		case(state)
			S0: state<=S1;
			S1: state<=S2;
			S2: state<=S3;
			S3: state<=S0;
		endcase
	end
always@(state)
	begin
		case(state)
			S0: out<=2'b00;
			S1: out<=2'b01;
			S2: out<=2'b10;
			S3: out<=2'b11;
		endcase
	end
endmodule
module twofourdecoder(in,out);
input[1:0] in;
output[3:0] out;
		assign out[0]=(!in[1])&(!in[0]);
		assign out[1]=(!in[1])&(in[0]);
		assign out[2]=(in[1])&(!in[0]);
		assign out[3]=(in[1])&(in[0]);
endmodule
[flow/run.sh]
#!/bin/bash
# OpenROAD 26Q1-2900-gdf79404cd8, Yosys 0.63+post, stock flow scripts
make -C /OpenROAD-flow-scripts/flow DESIGN_CONFIG=/design/flow/config.mk WORK_HOME=/design/flow/orfs finish
==> Changelog: implementation <==
### Implementation results

- Status: complete, no violations
- CP startpoint: fred2.a[25]
- P per Cell Area: 94.7 mW/mm^2
- Post-layout period usage: 0.520
- Routed WL per cell: 13.9 um
- Tmin final: 3.17 ns
- Switching part of the total: 0.209
- Core area: 0.0210 sq mm
- Syn Std Cell Area: 0.0107 sq mm
- Final HPWL DP: 14,400 um
- R2R Setup Slk: 2.93 ns
- Endpoints left unconstrained: 243
- Max-slew violations: 0
- Final Setup Violations: 0
- Total CTS buffers: 9
- Slew headroom: 0.494
- Detailed-route vias per instance: 5.54
- Num rows: 53
- Hold_ws: 0.419 ns
- RSZ-0062 raised after global routing: no
- Unique cell types: 83
- Port buffer count: 19
- Comb power frac: 0.050
- Sw power: 0.000227 W
- Clock Power Share: 0.544
- Drt total wl: 20,000 um
- Die width: 148 um
- Critical Path RT: 6.32 ns
- Crit path cell chain: nor4_1 > nand4_1 > nor4_1 > nor2b_1 > nand2_1 > and2_1 > ha_1 > nand4_1 > nor3_1 > and4_1 > nand2_1 > nor2_1 > xnor2_1
- Top cells, area: edfxtp_1 (24%), dfxtp_1 (19%), xor2_1 (7.0%)
- Hold buffer count at CTS: 0
- CTS Root Cell: clkbuf_16
- Vias in the first global route: 7,456
- Post-CTS Setup Inserts: 0
- Critical hold path startpoint: fred1.a[0]
- Antenna violations before repair: 0
- Critical path's slowest cell: nor4_1
- CTS clock-pin slew for the worst setup and hold paths: 0.06 ns
- Fp util: 0.509
- Die ar.: 0.0220 sq mm
- GRT overflow: 0
- Synth top cells by count: nor2_1 (158), nand2_1 (113), dfxtp_1 (104)
- Ys async rst share: 0
- CP max FO: 5
- First-pass GRT wire length: 35,200 um
- CP arrival: 3.39 ns
- H-tree depth: 3
- Count of library flops with an enable pin: 84
- HP Class: flip-flop to flip-flop
- Yosys Instances: 1,158
- CP Capture Point: fred2.a[30]
- Commonest flop: dfxtp_1
- Startpoint types: flip-flop
- Layout area overhead: 7.11%
- Syn avg cell area: 9.25 sq um
- CTS tree: built
- Log Warnings: 29
- Slew @ Worst Pin: 0.752 ns
- Count leader, synth: nor2_1
- Residual DRC: 0
- Dpl cells: 1,418
- Final WS setup: 2.93 ns
- RR Startpoint: fred2.a[25]
- Final ANT Viol Nets: 0
- Setup TNS: 0 ns
- Die Height: 148 um
- Sequential Power Share: 0.405
- Share of layout cells above drive strength 1: 0.0509
- Critical path's largest stage delay: 0.40 ns
- Peak Freq: 0.315 GHz
- CP bufs+invs: 0
- Flops after synth: 211
- Pre-CTS setup slack: 3.02 ns
- Cells after synthesis: 1,158
- Ys Warns: 11
- Internal power: 0.000860 W
- Count of unclocked register or latch pins: 145
- Post-cts resize count: 0
- Latency at later pin: 0.32 ns
- R2R depth: 13
- GP Congestion: 0.852
- Via count: 7,942
- Inserted Diodes: 0
- Worst setup EP type: flip-flop
- Levels on crit path: 13
- Cell family with most CP delay: simple AND/OR/NAND/NOR gates
- Non-filler cells, final: 1,434
- Drt pass-1 iters: 5
- Maxcap violations: 0
- DR iter-0 viols: 325
- Chip area in the Yosys report: 0.0107 sq mm
- Clock Path Buffers: 2
- Clock skew: 0.00368 ns
- R2r endpoint: fred2.a[30]
- Number of I/O pins: 21
- Area leader, netlist: edfxtp_1
- Max IR drop VDD: 0.238 mV
- Critical setup path kind: flip-flop to flip-flop
- Gr usage total: 0.201
- Final hold vios: 0
- Static leakage: 4.09 nW
- Overall power: 0.00109 W
- Top area contributor share: 0.236
- Pin count of the biggest net entering global routing: 65
-- worst min path at each step --
stage	end	slack [ns]	depth (start not counted)
after CTS	fred1.a[0]	0.42	1
after global routing	fred1.a[0]	0.45	1
final	fred1.a[0]	0.42	1
-- layout make-up --
type / instances / area (sq um)
well taps: 275 / 344
inverters: 29 / 109
multi-input cells: 871 / 5430
flip-flops and latches: 211 / 4950
fillers: 1873 / 9550
clock buffers: 9 / 225
clock inverters: 7 / 125
repair buffers: 32 / 288
-- kinds of logic after synthesis --
family,synth area share
AND/OR/NAND/NOR,0.273
flip-flops,0.430
XOR/XNOR,0.125
AND-OR/OR-AND,0.0861
buffers and inverters,0.0324
latches,0.0322
adder cells (fa/ha/maj),0.0129
multiplexers,0.00783
other,0.000701
-- layer usage --
| metal | routed length [um] | GRT usage | part of all wire |
|---|---|---|---|
| met5 | 0 | 0 | 0 |
| met4 | 155 | 0.0160 | 0.0078 |
| met3 | 248 | 0.0135 | 0.012 |
| met2 | 9350 | 0.319 | 0.47 |
| met1 | 10200 | 0.333 | 0.51 |
-- power by group through the flow --
stage	registers [W]	clock network (W)	logic (W)
4_1_cts	0.000440	0.000602	0.0000554
5_1_grt	0.000440	0.000624	0.0000612
6_report	0.000440	0.000592	0.0000548
-- worst register-to-register path: cells and delay by family (launching register included) --
family,cells,cell delay (ns)
xor gates and xnor gates,1,0.11
DFF,1,0.34
adders and majority gates,1,0.23
and+or+nand+nor,11,2.39
-- placed cells by master, fill, tap and decap left out, types with 11 or more instances in the layout --
master           instances
xnor2_1                 68
a21oi_1                 21
nand3_1                 61
edfxtp_1                84
clkdlybuf4s50_1         19
dfxtp_1                103
and2_1                  13
and3_1                  23
nor3_1                  28
buf_4                   13
nor2b_1                 12
inv_1                   27
dlxtn_1                 23
a21o_1                  16
o21ai_0                 23
and4_1                  16
nor2_1                 158
nor4_1                  31
nand4_1                 46
nand2_1                113
ha_1                    11
xor2_1                  85
-- registers in the layout, summed over array words and instances, names as in the netlist, 2 cells and up --
register	flops
fred2.a	32
mb.out	16
mb.a	32
fred1.a	32
sd.tbc.state	2
sd.dspd.display8	7
mb.state	3
mb.b	32
jwk.asg.a	32
mb.buffer	16
jwk.skb.state	2
-- through the flow --
step	area [sq um]	util
CTS	11500	0.546
detailed placement	11100	0.529
finish	11500	0.546
global placement	11100	0.529
floorplan	10700	-
global route	11500	0.546
Power figures rest on the tool's default switching activity, not on a simulated workload.
