==> flow/config.mk <==
export PLATFORM = sky130hd
export DESIGN_NAME = Move_state
export DESIGN_NICKNAME = Move_state
export VERILOG_FILES = /design/flow/design.v
export SDC_FILE = /design/flow/constraint.sdc
export NUM_CORES = 4
export LEC_CHECK = 1
export CORE_UTILIZATION = 30
==> flow/constraint.sdc <==
current_design Move_state

set clk_period 6.9
set clk_io_pct 0.2

create_clock -name clk0 -period $clk_period [get_ports {clk}]

set non_clock_inputs [all_inputs -no_clocks]
set_input_delay [expr $clk_period * $clk_io_pct] -clock clk0 $non_clock_inputs
set_output_delay [expr $clk_period * $clk_io_pct] -clock clk0 [all_outputs]
==> flow/design.v <==
module minus1
(
	input[7:0] in,
	output[7:0] out
);
wire zero;
assign zero=in[3]|in[2]|in[1]|in[0];
assign out[0]=~in[0];
assign out[1]=(~(in[0]^in[1]))&zero;
assign out[2]=((~in[3])&in[2]&(~in[1])&in[0])|((~in[3])&in[2]&in[1]&(~in[0]))|((~in[3])&in[2]&in[1]&in[0])|(in[3]&(~in[2])&(~in[1])&(~in[0]));
assign out[3]=(in[3]&(~in[2])&(~in[1])&in[0])|(~zero);
assign out[4]=in[6]|(in[5]&in[4]&zero)|(in[5]&(~in[4])&(~zero))|((~in[5])&in[4]&zero);
assign out[5]=in[6]|(in[5]&in[4])|(in[5]&(~in[4])&zero);
assign out[6]=0;
assign out[7]=0;
endmodule
module mul2(in,out);
input[7:0] in;
output[7:0] out;
wire m;
assign m=&in;
wire step;
assign step=in[3]|(in[2]&(in[1]|in[0]));
assign out[7]=m;
assign out[6]=in[5]|m;
assign out[5]=in[4]|m;
assign out[4]=step|m;
assign out[3]=(in[3]&in[0])|(in[2]&(~in[1])&(~in[0]))|m;
assign out[2]=((~in[3])&(~in[2])&in[1])|((~in[3])&in[2]&in[1]&in[0])|(in[3]&(~(in[2]|in[1]|in[0])))|m;
assign out[1]=((~in[3])&(~in[2])&in[0])|((~in[3])&in[2]&in[1]&(~in[0]))|(in[3]&(~(in[2]|in[1]|in[0])))|m;
assign out[0]=m;
endmodule
module Move_state
(
	input	clk,
	input[4:0] in,
	output reg[15:0] out=1
);
	wire In;
	wire Reset;
	wire Start;
	wire timing;
	wire zero;
	assign In=~(&in);
	assign Reset=in[4]&in[3]&in[2]&in[1]&(~in[0]);
	assign Start=in[4]&in[3]&in[2]&(~in[1])&(~in[0]);
	assign timing=in[4]&in[3]&(~in[2])&(~in[1])&(~in[0]);
	assign zero=|out[15:8];
	wire[7:0] buffer1;
	wire[7:0] temp1;
	assign temp1[3:0]=in[3:0];
	assign temp1[7:4]=out[3:0];
	mul2 MUL2(temp1,buffer1);
	wire[7:0] buffer2;
	minus1 MINUS1(out[15:8],buffer2);
	reg taketime=0;
	reg	[2:0]state=2;
	parameter S0 = 0, S1 = 1, S2 = 2, S3 = 3,S4 = 4;
	reg[15:0] buffer;
	reg judge=1;
	integer a=0;
	integer b=0;
always @ (posedge clk) 
begin
	   if(In==0&&taketime==0&&state==0)
			begin
			if (b<500)
				begin
				b=b+1;
				end
			else
			begin
				b=0;
				state <= S2;
			end
			judge=1;
			end
		else if(In==0&&taketime==0&&state!=2)
			begin
			b=0;
			judge=1;
			end
		else if(In==1&&judge==1&&timing==0&&Start==0&&Reset==0&&taketime==0)
			begin
			b=0;
			case (state)
				S0:
					begin
						state <= S1;
						judge=0;
						buffer[3:0]=in[3:0];
						buffer[7:4]=out[3:0];
						buffer[15:8]=buffer1;
					end
				S1:
					begin
						state <= S1;
						judge=0;
						if (out[3]==1||out[2]==1||out[1]==1)
							begin
							buffer=16'b0100000000100000;
							state <= S4;
							end
						else
							begin
							buffer[3:0]=in[3:0];
							buffer[7:4]=temp1[7:4];
							buffer[15:8]=buffer1;
							end
					end
				S2:
					begin
						state <= S2;
					end
			endcase
			end
		else if(In==1&&judge==1&&timing==1&&state!=2)
			begin
			b=0;
			taketime=1;
			state <= S3;
			end
		else if(In==0&&taketime==1)
			begin
			b=0;
			if (zero==1)
				begin
				if (a<50)
					begin
					a=a+1;
					end
				else
					begin
					buffer[15:8]=buffer2;
					a=0;
					end
				end
			else
				begin
				taketime=0;
				state <= S0;
				end
			end
		else if(In==1&&judge==1&&Start==1&&taketime==0)
			begin
			b=0;
			state <= S0;
			end
		else if(In==1&&judge==1&&Reset==1&&taketime==0&&state!=2)
			begin
			b=0;
			state <= S0;
			end
		else if(In==1&&judge==0)
			begin
			b=0;
			a=0;
			case (state)
				S0:
					begin
						state <= S0;
					end
				S1:
					begin
						state <= S1;
					end
				S2:
					begin
						state <= S2;
					end
				S3:
					begin
						state <= S3;
					end
				S4:
					begin
						state <= S4;
					end
			endcase
			end
end
always@(state)	
begin
	case (state)
		S0:
			begin
				out<=0;
			end				
		S1:
			begin
				out<=buffer;
			end
		S2:
			begin
				out<=16'b11111111111111111;
			end
		S3:
			begin
				out<=buffer;
			end
		S4:
			begin
				out<=16'b0100000000100000;
			end
	endcase
end
endmodule
==> flow/run.sh <==
#!/bin/bash
# OpenROAD 26Q1-2900-gdf79404cd8, Yosys 0.63+post, stock flow scripts
make -C /OpenROAD-flow-scripts/flow DESIGN_CONFIG=/design/flow/config.mk WORK_HOME=/design/flow/orfs finish
==> impl_metrics.xml <==
<?xml version="1.0" encoding="UTF-8"?>
<metrics>
  <group name="placement">
    <metric name="globalplace.congestion" unit="">0.908</metric>
    <metric name="place_area" unit="sq um">5650</metric>
    <metric name="io_buffers" unit="">21</metric>
    <metric name="hpwl" unit="mm">6.68</metric>
  </group>
  <group name="global_route">
    <metric name="antenna_found_initial" unit="">0</metric>
    <metric name="grt_first_pass_wirelength" unit="mm">17.0</metric>
    <metric name="grt.total_usage" unit="%">12.0</metric>
    <metric name="vias_in_the_first_global_route" unit="">3515</metric>
    <metric name="maximum_number_of_pins_on_one_net_before_global_route_repair" unit="">33</metric>
    <metric name="grt_overflow_total" unit="">0</metric>
  </group>
  <group name="timing">
    <metric name="hold_violations" unit="">0</metric>
    <metric name="fin_crit_sh" unit="%">50.0</metric>
    <metric name="unclocked_regs" unit="">16</metric>
    <metric name="period_needed" unit="ns">3.45</metric>
    <metric name="finClkSkew" unit="ns">0.00611</metric>
    <metric name="number_of_unconstrained_endpoints" unit="">32</metric>
    <metric name="worst-slew-pin-transition" unit="ns">0.820</metric>
    <metric name="timing.final.max_slew_violations" unit="">0</metric>
    <metric name="totalNegativeSetupSlack" unit="ns">0</metric>
    <metric name="max_freq" unit="GHz">0.290</metric>
    <metric name="setup_viol" unit="">0</metric>
    <metric name="relSlewSlack" unit="%">44.9</metric>
    <metric name="setup_repair_after_global_routing_missed_its_margin" unit="">false</metric>
  </group>
  <group name="worst_hold_path">
    <metric name="timing.hold.worst_path_depth" unit="">1</metric>
    <metric name="min-delay-start" unit="">judge</metric>
    <metric name="timing.hold.worst_endpoint" unit="">judge</metric>
    <metric name="min-delay-path-class" unit="">reg2reg</metric>
  </group>
  <group name="clock_network">
    <metric name="cts_setup_buffers" unit="">0</metric>
    <metric name="cts-resized-gates" unit="">0</metric>
    <metric name="clk_transition_reported_paths" unit="ns">0.06</metric>
    <metric name="clock_latency" unit="ns">0.34</metric>
    <metric name="tritoncts.num_buffers" unit="">9</metric>
    <metric name="cts_root_buf" unit="">clkbuf_16</metric>
    <metric name="clock_tree.buffer_depth" unit="">2</metric>
    <metric name="post_cts_hold_buffer_count" unit="">0</metric>
    <metric name="htreeDepth" unit="">3</metric>
    <metric name="cts_tree" unit="">done</metric>
  </group>
  <group name="worst_setup_path">
    <metric name="critical_path_required" unit="ns">6.92</metric>
    <metric name="endpoint_kind" unit="">register</metric>
    <metric name="timing.critical_path.slowest_cell_delay" unit="ns">0.66</metric>
    <metric name="worstPathMaxFanout" unit="">10</metric>
    <metric name="crit_chain" unit="">clkdlybuf4s50_1 -&gt; nor2_1 -&gt; o211ai_1 -&gt; nand3_1 -&gt; or3_1 -&gt; inv_1</metric>
    <metric name="regToRegSetupSlack" unit="ns">4.52</metric>
    <metric name="cell_family_contributing_the_most_delay_on_the_critical_path" unit="">buffers and inverters</metric>
    <metric name="critical_path.reg2reg.startpoint" unit="">state[1]</metric>
    <metric name="timing.setup.critical_path_class" unit="">in2reg</metric>
    <metric name="cp_data_arrival_time" unit="ns">3.47</metric>
    <metric name="r2r_cells" unit="">5</metric>
    <metric name="critical_path.reg2reg.endpoint" unit="">b[15]</metric>
    <metric name="critPathLaunchType" unit="">input port</metric>
    <metric name="cp_slowest_cell" unit="">clkdlybuf4s50_1</metric>
    <metric name="worst-path-buf-inv" unit="">2</metric>
  </group>
  <group name="synthesis">
    <metric name="yosys_instances" unit="">524</metric>
    <metric name="area_leaders" unit="">edfxtp_1, xor2_1, nor2_1</metric>
    <metric name="yosys.area.top_type_share" unit="%">48.5</metric>
    <metric name="synth.distinct_cells" unit="">50</metric>
    <metric name="mapped_cell_area" unit="sq um">5200</metric>
    <metric name="ys_seq_elements" unit="">101</metric>
    <metric name="synthDominantAreaCellType" unit="">edfxtp_1</metric>
    <metric name="netlist_instances" unit="">524</metric>
    <metric name="yosysWarningCount" unit="">2</metric>
    <metric name="syn-mean-instance-area" unit="sq um">9.92</metric>
    <metric name="ys_chip_area" unit="sq um">5200</metric>
  </group>
  <group name="detailed_routing">
    <metric name="drtPass1Iterations" unit="">4</metric>
    <metric name="routed_via_density" unit="">4.95</metric>
    <metric name="drtIter0Drc" unit="">254</metric>
    <metric name="detail_route.drc_violations" unit="">0</metric>
    <metric name="drtAntennaViolNets" unit="">0</metric>
    <metric name="antenna-diode-count" unit="">0</metric>
    <metric name="wire_per_inst" unit="microns">13.1</metric>
    <metric name="vias" unit="">3793</metric>
    <metric name="detail_route.wirelength" unit="mm">10.0</metric>
  </group>
  <group name="layout">
    <metric name="fraction_of_layout_instances_using_a_drive_strength_above_1" unit="%">5.85</metric>
    <metric name="final_area" unit="sq um">5970</metric>
    <metric name="fillerInstances" unit="">1641</metric>
    <metric name="area_growth" unit="%">14.9</metric>
  </group>
  <group name="power">
    <metric name="cellLeakagePower" unit="nW">2.12</metric>
    <metric name="power_density" unit="nW/um^2">348</metric>
    <metric name="max-vdd-ir-drop" unit="mV">0.200</metric>
    <metric name="totalPowerFinal" unit="W">0.00208</metric>
  </group>
  <group name="floorplan">
    <metric name="chip_area" unit="sq um">17900</metric>
    <metric name="floorplan.io_pins" unit="">22</metric>
    <metric name="initial_core_util" unit="%">31.0</metric>
    <metric name="die_y" unit="microns">134</metric>
    <metric name="dieWidth" unit="microns">134</metric>
    <metric name="std_cell_rows" unit="">47</metric>
    <metric name="core_area" unit="sq um">16800</metric>
  </group>
  <group name="job">
    <metric name="maxCapViolCount" unit="">0</metric>
    <metric name="tool_warnings" unit="">25</metric>
  </group>
  <group name="run_status">
    <metric name="result_of_the_run" unit="">complete, no violations</metric>
  </group>
</metrics>
-- report_power, final --
part           leakage, nW  total, W  switching, W  internal (W)
clock network        0.158  0.000519      0.000198      0.000321
registers             1.04   0.00107      0.000214      0.000855
logic                0.925  0.000490      0.000285      0.000205
-- final cells by class --
type                       instances  area [sq um]  area share, %
sequential                       101          2780           46.6
multi-input combinational        384          2260           37.9
tap                              220           275           4.61
timing repair buffer              28           263           4.40
clock buffer                      10           229           3.83
clock inverter                     6          95.1           1.59
inverter                          18          67.6           1.13
-- cell families after synthesis --
family | after synthesis | synth area share [%]
flip-flops | 85 | 48.9
AND-OR/OR-AND | 46 | 5.56
AND/OR/NAND/NOR | 275 | 27.0
multiplexers | 1 | 0.193
adder cells (fa/ha/maj) | 3 | 0.722
latches | 16 | 4.62
XOR/XNOR | 59 | 9.94
buffers and inverters | 39 | 3.01
-- how the worst max path moves through the flow --
stage | slack, ns | from | to | cells after the start
CTS | 3.49 | in[0] | buffer[12] | 7
global route | 3.27 | in[3] | b[11] | 6
finish | 3.45 | in[0] | buffer[5] | 6
-- per-stage QoR --
step	hold slack [ns]	setup WS, ns	cells	utilization, %
2_1_floorplan	0.498	3.09	524	-
3_3_place_gp	0.585	3.17	751	33.7
3_5_place_dp	0.561	3.11	751	33.7
4_1_cts	0.571	3.49	767	35.6
5_1_grt	0.594	3.27	767	35.6
6_report	0.573	3.45	767	35.6
-- cells in the final DEF (no fill, tap or decap), drive strengths merged, types with 14 or more instances in the layout --
cell,n
clkdlybuf4s50,21
dlxtn,16
edfxtp,84
inv,20
nand2,64
nand3,31
nand4,27
nor2,87
nor4,18
o21ai,14
xnor2,15
xor2,44
-- cells in the mapped netlist, drive strengths merged --
| master | n |
|---|---|
| o32ai | 1 |
| and2 | 8 |
| a21oi | 12 |
| or4 | 1 |
| a21o | 1 |
| ha | 3 |
| nor3b | 3 |
| or3 | 3 |
| o21ai | 14 |
| a311oi | 2 |
| and3 | 12 |
| dlxtn | 16 |
| a31oi | 2 |
| dfxtp | 1 |
| o22a | 1 |
| clkbuf | 15 |
| a22oi | 1 |
| inv | 18 |
| nand3 | 31 |
| xor2 | 44 |
| a2111oi | 1 |
| edfxtp | 84 |
| mux2i | 1 |
| o31ai | 1 |
| nand4b | 4 |
| o2bb2ai | 1 |
| nand2b | 2 |
| nor4 | 18 |
| nor2b | 2 |
| and4 | 4 |
| nor3 | 7 |
| buf | 6 |
| nand4 | 27 |
| a22o | 2 |
| o211a | 1 |
| xnor2 | 15 |
| or2 | 1 |
| o22ai | 1 |
| o21a | 2 |
| o211ai | 1 |
| o21bai | 2 |
| nor2 | 87 |
| nand3b | 1 |
| nand2 | 64 |
-- flip-flops by register name (all words and copies together) (netlist names) --
name      flops
a            32
b            32
buffer       16
judge         1
out          16
state         3
taketime      1
-- layer usage --
metal	up-vias	share of wire [%]	GRT usage (%)
met2	82	43	16.7
met1	1796	51	20.6
li1	1904	-	-
met3	11	4.6	2.60
met5	-	0	0
met4	0	1.3	1.26
-- worst register-to-register path: stages, from the launching register on --
cell,delay (ns)
edfxtp_1,0.56
nor3b_1,0.52
a2111oi_0,0.21
a21oi_1,0.37
nand4b_1,0.15
buf_4,0.29
Power figures rest on the tool's default switching activity, not on a simulated workload.
